--- flow/config.mk ---
export PLATFORM = sky130hd
export DESIGN_NAME = conv
export DESIGN_NICKNAME = conv
export VERILOG_FILES = /design/flow/design.v
export SDC_FILE = /design/flow/constraint.sdc
export NUM_CORES = 4
export LEC_CHECK = 1
export CORE_UTILIZATION = 30
--- flow/constraint.sdc ---
current_design conv

set clk_period 28.7
set clk_io_pct 0.2

create_clock -name clk0 -period $clk_period [get_ports {clk}]

set non_clock_inputs [all_inputs -no_clocks]
set_input_delay [expr $clk_period * $clk_io_pct] -clock clk0 $non_clock_inputs
set_output_delay [expr $clk_period * $clk_io_pct] -clock clk0 [all_outputs]
--- flow/design.v ---
`timescale 1ns / 1ps
module conv (
input [4:0] stride,
input  conv_enable, 
output reg [18:0] address1 , address2, write_address,
output reg end_reach, full_conv_end, dot_sum_end,
input clk,
input reset,
input [9:0] w1 ,h1,w2,h2,
output reg [9:0] width, height
  );
reg [9:0] H1_index_outer , V1_index_outer ;
reg [5:0]	v1_index_inner , h1_index_inner ;
reg dot_sum_start ;
initial begin
	H1_index_outer=0;
	V1_index_outer =0;
	v1_index_inner =0;
	h1_index_inner =0;
	address1 = 0; 
	address2 = 0;
	write_address =0;
	end_reach=0;
	dot_sum_end=0;
	dot_sum_start = 1;
	full_conv_end = 0;
end
always @ (posedge clk) begin	 
		if (conv_enable) begin
				if (dot_sum_start) begin
						v1_index_inner = 0;
						h1_index_inner = 0;
						dot_sum_start = 0;
						dot_sum_end =0;
				end	
				if (!full_conv_end) begin
					address1 = address1 + 2'b01;
					h1_index_inner = h1_index_inner + 2'b01 ;
					if (h1_index_inner == w2) begin			 
						v1_index_inner = v1_index_inner + 1;
						h1_index_inner = 6'b0;								
						address1 = (v1_index_inner + V1_index_outer )* w1 + H1_index_outer;
					end	
					if (v1_index_inner == h2) begin			 
						H1_index_outer = H1_index_outer + stride;
						address1 = V1_index_outer * w1 + H1_index_outer ;
						dot_sum_start = 1;
						dot_sum_end =1;
						v1_index_inner = 6'b0;
					end
					if ((H1_index_outer + w2) > w1	) begin		 
						width = H1_index_outer;
						dot_sum_start = 1;
						V1_index_outer = V1_index_outer + stride;
						H1_index_outer = 10'b0000000000;
						address1 = V1_index_outer * w1;
					end
					if (address1 == h1*w1 ) 		full_conv_end = 1;		 
					if ((address1 + 1) == h1*w1 ) 		height = V1_index_outer + 1;
					address2 = v1_index_inner*w2 + h1_index_inner;
					if (dot_sum_start)	write_address	= write_address + 1;
				end
		end
    end
endmodule 
--- flow/run.sh ---
#!/bin/bash
# OpenROAD 26Q1-2900-gdf79404cd8, Yosys 0.63+post, stock flow scripts
make -C /OpenROAD-flow-scripts/flow DESIGN_CONFIG=/design/flow/config.mk WORK_HOME=/design/flow/orfs finish
==> Implementation_results.wiki <==
=== Synthesis and place and route ===
{| class="wikitable"
! Metric !! Value
|-
| Clock Pin Slew Worst Setup and Hold Paths || 0.09 ns
|-
| WL/cell || 16.5 µm
|-
| Chip area || 0.0811 mm²
|-
| Min setup slack post-route || 13.30 ns
|-
| Highest fanout seen on the critical path || 43
|-
| Area added between synthesis and finish || 11.7%
|-
| Number of max-capacitance violations reported || 0
|-
| Skew-Pair Late Insertion Delay || 0.40 ns
|-
| Vias in the first global route || 18320
|-
| Synth cell types || between 80 and 90
|-
| Final Hold Fails || 0
|-
| Final weighted congestion in routability-driven placement || a little over 0.9
|-
| Routed Antenna Nets || 0
|-
| Crit path arrival time || roughly 15 ns
|-
| GR Overflow Total || 0
|-
| Min-Delay Startpoint || write_address[18]$_DFFE_PP_
|-
| Number of slew-limit violations in the final report || 0
|-
| Final worst path period need || roughly 15 ns
|-
| Number of core rows || ~100
|-
| Total Wirelength || 62.7 mm
|-
| Hold_buf cts || 0
|-
| Final standard cell area without fillers || around 0.027 mm²
|-
| Synthesis Warnings || 1
|-
| Mean instance size in the synthesized netlist || roughly 9 µm²
|-
| Total global-route track usage || 16.6%
|-
| Slew at the pin closest to its max-slew limit || 0.944 ns
|-
| Nature of the critical path endpoint || register
|-
| Main synth FF type || sky130_fd_sc_hd__edfxtp_1
|-
| Slowest CP cell || sky130_fd_sc_hd__o221a_1
|-
| Register bit count reported by yosys || around 110
|-
| Detailed Place HPWL || 49.6 mm
|-
| Synth Seq Share || 13.8%
|-
| Root buffer selected by CTS || sky130_fd_sc_hd__clkbuf_16
|-
| Maximum number of pins on one net before global-route repair || 47
|-
| R2r startpoint || dot_sum_start$_SDFFCE_PP0P_
|-
| Slew HR || 36.9%
|-
| Number of setup violations in the final report || 0
|-
| 1st-iter DRT viols || around 860
|-
| Count of mapped cells out of synthesis || 2671
|-
| Seq. cell area || 0.00330 mm²
|-
| Hold/Removal Path Class || reg2reg
|-
| Cell type with the largest total area after synthesis || sky130_fd_sc_hd__fa_1
|-
| Vert. Die Dim || 285 µm
|-
| Final total negative setup slack || 0 ns
|-
| Share of cells above drive strength 1 || roughly 3.7%
|-
| Unrepaired setup endpoints after global routing || no
|-
| Portion of synthesized cell area occupied by the leading cell type || approximately a quarter
|-
| Post-CTS repair timing setup buffer count || 0
|-
| Number of top-level pins || approximately 130
|-
| Placed Area || approximately 0.026 mm²
|-
| Yosys-reported design area after synthesis || 0.0240 mm²
|-
| Slowest Stage Delay on Critical Path || between 0.6 and 0.7 ns
|-
| Footprint of the multi-input gates || 0.0187 mm²
|-
| Core utilization at floorplan || 30.4%
|-
| Max Clk Rate || approximately 0.065 GHz
|-
| Placeable core region || 0.0790 mm²
|-
| Required time of the critical path || 28.72 ns
|-
| First-pass GRT wire length || 102 mm
|-
| Quantity of I/O buffers inserted on ports || ~120
|-
| Crit path launch || w2[2]
|-
| Fill cell instance count of the final layout || between 8000 and 9000
|-
| Worst-case clock skew || between 0.015 and 0.02 ns
|-
| Post-synth tally of flip-flops with integrated enable || between 100 and 150
|-
| Outcome || completed
|-
| Max Root-Sink Buffers || 2
|-
| Worst setup slack before clock tree synthesis || 12.80 ns
|-
| # placed instances || 3794
|-
| Most repeated library cell on the critical path || sky130_fd_sc_hd__a21oi_1
|-
| Tally of non-filler cells in the final layout || 3811
|-
| Main area contributors || sky130_fd_sc_hd__fa_1 (26%), sky130_fd_sc_hd__ha_1 (15%), sky130_fd_sc_hd__edfxtp_1 (14%)
|-
| Clock net sink count || 110
|-
| Clock tree from TritonCTS || built
|-
| Fraction of registers with async set/reset || 0%
|-
| Yosys Instances || 2671
|-
| Maximum level of the CTS H-tree || 3
|-
| 1st-pass router iterations || 5
|-
| Remaining design rule violation count || 0
|-
| Via Count || 18044
|-
| Number of buffers created by CTS || 9
|-
| Mapped Area || 0.0240 mm²
|-
| Routed via count divided by cell count || 4.73
|-
| Number of OpenROAD warnings || 28
|-
| Die Width || 285 µm
|-
| Crit path kind || in2reg
|-
| Part of the cycle the worst path needs || between 50% and 60%
|-
| Antenna violations before repair || 1
|-
| CTS resizes || 0
|-
| Startpoint class of the critical path || primary input
|}
==> routing by layer <==
layer	global-route usage, %	up-vias	wire (µm)
met5	0	-	0
met4	2.50	0	1170
met3	5.14	52	4870
met2	25.3	450	28200
met1	24.4	8730	28500
li1	-	8812	-
==> critical path: cells and delay by family <==
| kind | cells | cell delay [ns] |
|---|---|---|
| simple gates | 6 | 2.01 |
| compound gates | 14 | 4.07 |
| mux | 2 | 0.85 |
| xor+xnor | 3 | 0.77 |
| fa+ha+maj | 3 | 0.83 |
| buf+inv | 3 | 1.13 |
==> Yosys cell counts (8+ instances only) <==
library cell / n
sky130_fd_sc_hd__edfxtp_1: 110
sky130_fd_sc_hd__o21ai_0: 57
sky130_fd_sc_hd__mux2i_1: 15
sky130_fd_sc_hd__nor4_1: 8
sky130_fd_sc_hd__and3_1: 20
sky130_fd_sc_hd__mux2_2: 9
sky130_fd_sc_hd__a21o_1: 18
sky130_fd_sc_hd__nand2_1: 309
sky130_fd_sc_hd__a21oi_1: 75
sky130_fd_sc_hd__or3_1: 16
sky130_fd_sc_hd__ha_1: 296
sky130_fd_sc_hd__inv_1: 431
sky130_fd_sc_hd__nor2_1: 104
sky130_fd_sc_hd__nand2b_1: 21
sky130_fd_sc_hd__a31oi_1: 9
sky130_fd_sc_hd__clkbuf_1: 78
sky130_fd_sc_hd__o21bai_1: 16
sky130_fd_sc_hd__xor2_1: 74
sky130_fd_sc_hd__nand4_1: 18
sky130_fd_sc_hd__xnor2_1: 134
sky130_fd_sc_hd__fa_1: 313
sky130_fd_sc_hd__nand3_1: 49
sky130_fd_sc_hd__a211oi_1: 11
sky130_fd_sc_hd__nor3_1: 32
sky130_fd_sc_hd__and2_1: 248
sky130_fd_sc_hd__nor2b_1: 27
sky130_fd_sc_hd__o211ai_1: 18
sky130_fd_sc_hd__o21a_1: 17
==> layout make-up <==
cell class	instances	area share, %
antenna	1	0.00934
tap	1050	4.90
multi-input combinational	2035	69.7
timing repair buffer	167	5.81
clock inverter	7	0.359
sequential	110	12.3
clock buffer	9	0.840
inverter	432	6.05
==> per-stage QoR <==
| stage | hold slack [ns] | util, % |
|---|---|---|
| 6_report | 0.599 | 33.9 |
| 5_1_grt | 0.646 | 33.9 |
| 4_1_cts | 0.603 | 33.9 |
| 3_5_place_dp | 0.574 | 33.5 |
| 3_3_place_gp | 0.572 | 33.5 |
| 2_1_floorplan | 0.502 | - |
==> logic make-up (layout without fill, tap and decap cells) <==
family	count (synthesis)	in the layout	synth area share, %
compound gates	298	298	8.40
xor+xnor	209	209	7.69
fa+ha+maj	609	609	41.6
buf+inv	528	615	8.48
flops	110	110	13.8
mux	24	24	1.05
other cells	1	4	0.0156
simple gates	892	892	19.0
==> layout by cell type, fill, tap and decap left out, types with 7 or more instances in the layout <==
master,netlist,routed
sky130_fd_sc_hd__a211oi_1,11,11
sky130_fd_sc_hd__a21o_1,18,18
sky130_fd_sc_hd__a21oi_1,75,74
sky130_fd_sc_hd__a31oi_1,9,9
sky130_fd_sc_hd__and2_1,248,248
sky130_fd_sc_hd__and3_1,20,20
sky130_fd_sc_hd__buf_4,4,44
sky130_fd_sc_hd__clkbuf_16,0,9
sky130_fd_sc_hd__clkdlybuf4s50_1,0,122
sky130_fd_sc_hd__edfxtp_1,110,110
sky130_fd_sc_hd__fa_1,313,313
sky130_fd_sc_hd__ha_1,296,296
sky130_fd_sc_hd__inv_1,431,430
sky130_fd_sc_hd__mux2_2,9,9
sky130_fd_sc_hd__mux2i_1,15,15
sky130_fd_sc_hd__nand2_1,309,309
sky130_fd_sc_hd__nand2b_1,21,21
sky130_fd_sc_hd__nand3_1,49,49
sky130_fd_sc_hd__nand4_1,18,18
sky130_fd_sc_hd__nor2_1,104,103
sky130_fd_sc_hd__nor2b_1,27,27
sky130_fd_sc_hd__nor3_1,32,32
sky130_fd_sc_hd__nor3b_1,7,7
sky130_fd_sc_hd__nor4_1,8,8
sky130_fd_sc_hd__o2111ai_1,7,7
sky130_fd_sc_hd__o211ai_1,18,18
sky130_fd_sc_hd__o21a_1,17,16
sky130_fd_sc_hd__o21ai_0,57,57
sky130_fd_sc_hd__o21bai_1,16,16
sky130_fd_sc_hd__or3_1,16,16
sky130_fd_sc_hd__xnor2_1,134,134
sky130_fd_sc_hd__xor2_1,74,74
==> path summary, 6_finish.rpt <==
check	endpoint	slack (ns)	cells past startpoint
max	height[3]$_DFFE_PP_	13.30	31
min	write_address[18]$_DFFE_PP_	0.60	1
max reg2reg	height[3]$_DFFE_PP_	17.93	34
min reg2reg	write_address[18]$_DFFE_PP_	0.60	1
==> sequential cells by signal, summed over array words and instances (netlist names), 10 cells and up <==
name / cells
H1_index_outer: 10
V1_index_outer: 10
address1: 19
address2: 17
height: 10
width: 10
write_address: 19
