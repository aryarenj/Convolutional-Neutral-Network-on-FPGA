File: flow/config.mk
export PLATFORM = sky130hd
export DESIGN_NAME = maxpool_new
export DESIGN_NICKNAME = maxpool_new
export VERILOG_FILES = /design/flow/design.v
export SDC_FILE = /design/flow/constraint.sdc
export NUM_CORES = 4
export LEC_CHECK = 1
export CORE_UTILIZATION = 30
File: flow/constraint.sdc
current_design maxpool_new

set clk_period 52.6
set clk_io_pct 0.2

create_clock -name clk0 -period $clk_period [get_ports {clk}]

set non_clock_inputs [all_inputs -no_clocks]
set_input_delay [expr $clk_period * $clk_io_pct] -clock clk0 $non_clock_inputs
set_output_delay [expr $clk_period * $clk_io_pct] -clock clk0 [all_outputs]
File: flow/design.v
`timescale 1ns / 1ps
module maxpool_new(
	input [4:0] stride,
	input  maxpool_enable, 
	output reg [18:0] address1 , write_address,
	output reg maxpool_done, patch_end,
	input clk ,
	input reset,
	input [9:0]  w1 ,h1,
	input [4:0] w2,h2,
	output reg [9:0] width, height
    );
reg [9:0] H1_index_outer , V1_index_outer ;
reg [5:0]	v1_index_inner , h1_index_inner ;
reg patch_begin ;
initial begin
	H1_index_outer=0;
	V1_index_outer =0;
	v1_index_inner =0;
	h1_index_inner =0;
	address1 = 0; 
	write_address =0;
	patch_begin =1;
	patch_end = 0;
	maxpool_done = 0;
end
always @ (posedge clk) begin	 
		if (maxpool_enable) begin
				if (patch_begin) begin
						v1_index_inner = 0;
						h1_index_inner = 0;
						patch_end = 0;
						patch_begin = 0;
				end	
				if (!maxpool_done) begin
					address1 = address1 + 2'b01;
					h1_index_inner = h1_index_inner + 2'b01 ;
					if (h1_index_inner == w2) begin			 
						v1_index_inner = v1_index_inner + 1;
						h1_index_inner = 6'b0;								
						address1 = (v1_index_inner + V1_index_outer )* w1 + H1_index_outer;
					end	
					if (v1_index_inner == h2) begin			 
						H1_index_outer = H1_index_outer + stride;
						address1 = V1_index_outer * w1 + H1_index_outer ;
						patch_end = 1;
						patch_begin =1;
						v1_index_inner = 6'b0;
					end
					if ((H1_index_outer + w2) > w1	) begin		 
						width = H1_index_outer/w2;
						patch_begin = 1;
						V1_index_outer = V1_index_outer + stride;
						H1_index_outer = 10'b0000000000;
						address1 = V1_index_outer * w1;
					end
					if (address1 == h1*w1 ) 		maxpool_done = 1;		 
					if (maxpool_done)   height = V1_index_outer/h2 ;
					if (patch_begin)	write_address	= write_address + 1;
				end
		end
    end
endmodule 
File: flow/run.sh
#!/bin/bash
# OpenROAD 26Q1-2900-gdf79404cd8, Yosys 0.63+post, stock flow scripts
make -C /OpenROAD-flow-scripts/flow DESIGN_CONFIG=/design/flow/config.mk WORK_HOME=/design/flow/orfs finish
==> GITHUB_STEP_SUMMARY <==
## Implementation flow summary

| Metric | Value |
|---|---|
| Full die area | `slightly above 80000 sq um` |
| Status | `complete, no violations` |
| Post-synth top area cell | `fa_1` |
| Initial DRC count | `874` |
| Share of the synthesized area in the top cell type | `23.1%` |
| Hold Path Class | `reg -> reg` |
| Seq share, synth | `about an eighth` |
| DRT Wirelength | `61800 um` |
| Layout cell share with drive strength beyond 1 | `4.04%` |
| Main flop type | `edfxtp_1` |
| Post-route ant nets | `0` |
| Via count | `between 15k and 20k` |
| CP peak stage delay | `about 630 ps` |
| Worst slew pin tran | `about 790 ps` |
| Buffers on Ports | `around 96` |
| Clock sink total | `93` |
| Skew final | `~12 ps` |
| Vias per cell | `a little under 5` |
| Core Area | `around 79000 sq um` |
| Worst rel slew slack | `between 40% and 50%` |
| Synthesized flop and latch total | `between 90 and 100` |
| Period minus WS final | `between 30000 and 40000 ps` |
| Clk ins delay skew pair | `390 ps` |
| Root Driver | `clkbuf_16` |
| Total CTS buffers | `9` |
| Largest net degree at the start of global routing | `44` |
| Hold-fix buffer count after cts | `0` |
| GRT overflow | `0` |
| Mapped cell area | `roughly 24000 sq um` |
| H-tree depth | `3` |
| Setup TNS | `0 ps` |
| Vias in the first global route | `between 15k and 20k` |
| Max-cap violations | `0` |
| CP max-delay cell | `clkdlybuf4s50_1` |
| Crit-path max FO | `22` |
| Die height | `around 280 um` |
| Max Freq | `30.9 MHz` |
| # DRC | `0` |
| Yosys chip area | `about 24000 sq um` |
| PnR worst setup slack | `slightly above 20000 ps` |
| Die X | `284 um` |
| Setup Fix Bufs, Post-CTS | `0` |
| Final Max Slew Viols | `0` |
| TritonRoute pass-1 iters | `5` |
| Yosys cell count | `2785` |
| Unique cell types | `89` |
| Antenna Cells | `0` |
| Most frequent CP cell | `o21a_1` |
| Place WS | `19920 ps` |
| CP endpoint kind | `flip-flop` |
| FP Util | `approximately 30%` |
| First-pass GRT wire length | `approximately 100000 um` |
| Clock transition at the registers of the reported paths | `approximately 70 ps` |
| Final HPWL DP | `roughly 48000 um` |
| Filler cells | `8119` |
| Post-Synthesis Cells | `2785` |
| Setup Crit Path Kind | `in -> reg` |
| RSZ-0062 raised after global routing | `false` |
| Top cells by count, synth | `inv_1 (404), ha_1 (329), nand2_1 (298)` |
| Row count | `approximately 100` |
| CP startpoint kind | `primary input` |
| Tool warnings | `31` |
| Post-CTS Resized | `0` |
| Critical Path RT | `52740 ps` |
| CTS tree | `done` |
| Critical path data arrival time | `approximately 32000 ps` |
| CTS Buffer Depth | `2` |
| Top cells by area | `fa_1 (23%), ha_1 (17%), edfxtp_1 (12%)` |
| Final Hold Fails | `0` |
| Count leader, synth | `inv_1` |
| Setup Viol. Count Final | `0` |
| Area grow syn2layout | `10.6%` |
| Initial antenna violation count | `1` |
| Synthesis warning total | `1` |
| Final period util | `between 60 and 70%` |
| IO Pins | `98` |
| Post-synthesis average cell area | `about 8.6 sq um` |
| Post-synth ARST share | `0%` |
| Gr usage total | `16.3%` |
| Number of enable flip-flop cells | `93` |
| Gpl congestion | `between 0.8 and 0.9` |
| Routed WL per cell | `15.8 um` |
cells by family (layout without fill, tap and decap cells):
logic type	count (synthesis)	in the layout	share of synthesized area, %
XOR/XNOR	193	193	7.09
buffers and inverters	504	568	7.97
AND-OR/OR-AND	426	426	11.8
flip-flops	93	93	11.7
AND/OR/NAND/NOR	921	921	19.2
multiplexers	43	43	2.05
adder cells (fa/ha/maj)	605	605	40.3
final timing paths:
kind              slack, ps  cells past startpoint           endpoint              start
setup / recovery      20280                     97          height[0]              w2[3]
hold / removal          590                      1  write_address[18]  write_address[18]
setup reg to reg      30020                     99          height[0]        patch_begin
hold reg to reg         590                      1  write_address[18]  write_address[18]
layout by cell type, fill, tap and decap left out, types with 14 or more instances in the layout:
master,Yosys,final
o21bai_1,16,16
nand2_1,298,298
clkdlybuf4s50_1,0,95
nor2b_1,22,22
o21a_1,59,59
a21o_1,35,35
nor3_1,75,75
fa_1,276,276
xor2_1,51,51
o211ai_1,17,17
xnor2_1,141,141
and3_1,23,23
ha_1,329,329
mux2i_1,22,22
nand3_1,35,35
or3_1,18,18
nand2b_1,28,28
inv_1,404,403
o31ai_1,14,14
edfxtp_1,93,93
a21oi_1,104,104
o21ai_0,87,87
buf_4,2,48
and2_1,209,209
nor2_1,154,152
final cells by class:
class                      count  area [sq um]  share of cell area, %
multi-input combinational   2188         19200                   72.7
sequential                    93          2790                   10.5
inverter                     408          1530                   5.78
timing repair buffer         144          1320                   4.97
tap                         1050          1310                   4.96
clock buffer                   9           225                  0.851
clock inverter                 7          55.1                  0.208
worst max-delay path: cells and delay by family:
kind | cells | cell delay [ps]
xor gates and xnor gates | 2 | 330
buffers and inverters | 7 | 1810
and+or+nand+nor | 25 | 4890
muxes | 3 | 1160
AOI/OAI and AO/OA | 48 | 10230
adders and majority gates | 12 | 3490
routing by layer:
layer	wire length, um	vias to the layer above	global-route usage [%]
met1	28000	9101	22.9
met3	3650	61	3.78
met2	28300	389	25.8
met4	1830	2	3.80
met5	11	-	0
li1	-	9318	-
per-stage QoR:
stage	std cells	hold slack (ps)	utilization (%)	area (sq um)
2_1_floorplan	2785	502	-	23900
3_3_place_gp	3883	560	33.2	26200
3_5_place_dp	3883	572	33.2	26200
4_1_cts	3899	592	33.5	26500
5_1_grt	3899	639	33.5	26500
6_report	3899	585	33.5	26500
registers in the layout, summed over array words and instances, names as in the netlist:
signal / count
H1_index_outer: 10
V1_index_outer: 10
address1: 19
h1_index_inner: 6
height: 10
maxpool_done: 1
patch_begin: 1
patch_end: 1
v1_index_inner: 6
width: 10
write_address: 19
