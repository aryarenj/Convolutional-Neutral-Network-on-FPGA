==> ./run.sh <==
#!/bin/bash
# OpenROAD 26Q1-2900-gdf79404cd8, Yosys 0.63+post, stock flow scripts
make -C /OpenROAD-flow-scripts/flow DESIGN_CONFIG=/design/flow/config.mk WORK_HOME=/design/flow/orfs finish
==> ./config.mk <==
export PLATFORM = sky130hd
export DESIGN_NAME = maxpool
export DESIGN_NICKNAME = maxpool
export VERILOG_FILES = /design/flow/design.v
export SDC_FILE = /design/flow/constraint.sdc
export NUM_CORES = 4
export LEC_CHECK = 1
export CORE_UTILIZATION = 40
==> ./constraint.sdc <==
current_design maxpool

set clk_period 80.2
set clk_io_pct 0.2

create_clock -name clk0 -period $clk_period [get_ports {clk}]

set non_clock_inputs [all_inputs -no_clocks]
set_input_delay [expr $clk_period * $clk_io_pct] -clock clk0 $non_clock_inputs
set_output_delay [expr $clk_period * $clk_io_pct] -clock clk0 [all_outputs]
==> ./design.v <==
`timescale 1ns / 1ps
module maxpool(
	input [4:0] stride,
	input  maxpool_enable, 
	output reg [18:0] address1 , write_address,
	output reg maxpool_done, patch_end,
	input clk ,
	input reset,
	input [9:0]  w1 ,h1,
	input [4:0] w2,h2,
	output reg [9:0] width, height
    );
reg  last_col;
reg [9:0]  mod1;
reg [18:0] v;
reg [4:0] h_count , v_count;
reg [5:0] kkk;
reg [5:0] h_box_count , v_box_count;
initial begin	
    maxpool_done = 0;
    h_count = 4'b0;
    v = 19'b0;
    v_count = 4'b0;
    h_box_count = 6'b0;
    v_box_count = 6'b0;
	 write_address = 19'b0;
	 address1 = 19'b0;
	 width = 0;
	 height =0;
end
always @(posedge clk)	begin		
	if (maxpool_enable) begin
		patch_end = 0;
		kkk = w1/w2;
		if (h_box_count == kkk	)	 last_col =1;	 
		if (last_col) begin	       
			mod1 = (address1 ) % w1;         
			if (mod1 == (w1-1) ) begin      
				h_count = 5'b00000;
				v = v + w1;	       
				v_count = v_count + 1;
			end else 	h_count = h_count + 1;
			if (v_count == h2) begin         
				h_box_count = 6'b000000;
				v_box_count = v_box_count + 1;
				h_count = 5'b00000;
				v = w1 * stride * v_box_count;
				patch_end = 1;
				v_count = 5'b00000;
				last_col =0 ;
			end		
		end 	
		else begin 
			h_count = h_count + 1;
			if (h_count == w2) begin
				h_count = 5'b00000;
				v = v + w1;        
				v_count = v_count + 1;
			end
			if (v_count == h2) begin
				h_box_count = h_box_count + 1;
				v_count = 5'b00000;
				h_count = 5'b00000;
				v = (v_box_count * w1  + h_box_count) * stride;
				patch_end = 1;		 
			end
		end
		address1 = v + h_count   ;      
		if (address1 == h1*w1 ) maxpool_done = 1;		 
		if (patch_end)	write_address	= write_address + 1;
	end
end
endmodule
==> results.yml <==
# synthesis and place-and-route metrics
floorplanning:
  placeableCoreArea_um2: 67800
  count_of_pins_on_the_block_boundary: 98
  initial_core_util_pct: 40.8
  die_w_um: 265
  design.die.area_um2: 70100
  die_boundary_height_um: 265
  floorplan.rows: 95
yosys:
  cell_type_with_the_largest_total_area: "sky130_fd_sc_hd__ha_1"
  synthesis.area_per_instance_um2: 8.23
  post-synth-top-count-cell: "sky130_fd_sc_hd__ha_1"
  enable_flop_cells: 82
  syn_area_um2: 27600
  synth-area-yosys_um2: 27600
  syn_inst: 3357
  yosys_cells: 3357
  ys_seq_share_pct: 8.92
  synth_async_sr_flop_share_pct: 0
  yosys_warnings: 1
  synth.cells.most_frequent: "sky130_fd_sc_hd__ha_1, sky130_fd_sc_hd__inv_1, sky130_fd_sc_hd__nand2_1"
  top_cell_area_share_pct: 16.9
  synthDistinctLibCells: 114
  most_instantiated_flip_flop_cell_in_the_synthesis_netlist: "sky130_fd_sc_hd__edfxtp_1"
  synth.ff_latch_count: 82
  area_leaders: "sky130_fd_sc_hd__ha_1, sky130_fd_sc_hd__fa_1, sky130_fd_sc_hd__edfxtp_1"
final_layout:
  postLayoutCellArea_um2: 29600
  synthesis_to_finish_area_growth_pct: 7.05
  drive_above_1_share_pct: 5.68
  stdcell_count: 4255
  final_util_pct: 43.6
placement:
  dp_hpwl_um: 56300
  post-place-cells: 4239
  portBuffers: 76
  routability_congestion: 0.929
  pre_cts_slack_ps: 15420
  placedInstanceArea_um2: 29300
sta:
  final_hold_violation_count: 0
  final.min_clock_period_ps: 64750
  setup_repair_after_global_routing_missed_its_margin: "false"
  fmax_mhz: 15.4
  max_slew_margin_pct: 42.8
  max_slew.worst_pin.slew_ps: 859
  finalClockSkew_ps: 15.6
  number_of_max_slew_violations_in_the_final_report: 0
  worst_slack_ps: 15450
  final_worst_path_cycle_share_pct: 80.7
  timing.hold.ws_ps: 601
  setup_viol: 0
  totalNegativeSetupSlack_ps: 0
route:
  finalWirelength_um: 70800
  avgRoutedWirePerCell_um: 16.6
  antenna_violating_nets_post_route: 0
  first_pass_iters: 5
  detail_route.vias_per_cell: 5.40
  antenna-diode-count: 0
  detailedRoute.firstIterationViolations: 1286
  drc_errors: 0
  via_count: 23000
worst_setup_path:
  endpoint_kind_of_the_worst_setup_timing_path: "register"
  critical_path_class: "input port to register"
  arrival_ps: 64800
  critical_path_fanouts_max: 30
  critPathMaxStageDelay_ps: 680
  critPathLaunchType: "input port"
  critical-path-top-cell-by-count: "sky130_fd_sc_hd__o21a_1"
  crit_path_top_delay_cell: "sky130_fd_sc_hd__o221ai_1"
  worst_ep_required_time_ps: 80260
clocking:
  cts_root_buffer: "sky130_fd_sc_hd__clkbuf_16"
  post_cts_resize_count: 0
  clk_transition_reported_paths_ps: 80
  cts_made_buffers: 9
  tritoncts: "built"
  h-tree-depth: 3
  holdBufCountCts: 0
  cts_buffer_depth: 2
  clock.latency.late_pin_ps: 380
  cts.repair_timing.setup_buffer_count: 0
  clock-sinks: 82
flow_run:
  warnings: 31
  maxCapViolations: 0
global_routing:
  grt_antenna_before_repair: 0
  grt_remaining_overflow: 0
  grtUsageTotal_pct: 21.2
  via_count_of_the_first_global_routing_pass: 21900
  first_pass_grt_wire_length_um: 116000
  pin_count_of_the_biggest_net_entering_global_routing: 52
status:
  run_status: "completed"
min_path:
  worstHoldPathType: "register to register"
==> cells in the final DEF (no fill, tap or decap), drive strengths merged, types with 19 or more instances in the layout <==
cell type and n:
a21oi 187, nor3 112, mux2 55, or3 21
clkdlybuf4s50 73, a21o 64, and3 33, ha 372
conb 21, nand3 60, a211oi 24, o21ai 124
nor2b 36, inv 343, o21bai 39, fa 219
and2 192, edfxtp 82, nand2 323, xor2 79
nand4 25, mux2i 46, buf 49, xnor2 205
nor2 186, nand2b 42, o31ai 35, a31oi 19
o211ai 20, o21a 93
==> path summary, 6_finish.rpt <==
path	slack [ps]	from	to	depth (start not counted)
setup / recovery	15450	w1[8]	maxpool_done	202
setup reg to reg	31700	address1[18]	maxpool_done	200
hold / removal	600	write_address[18]	write_address[18]	1
hold reg to reg	600	write_address[18]	write_address[18]	1
==> kinds of logic (layout without fill, tap and decap cells) <==
family / count (synthesis) / after routing / share of synthesized area, %
simple gates: 1105 / 1105 / 20.5
compound gates: 714 / 714 / 17.5
fa+ha+maj: 591 / 591 / 32.7
buf+inv: 473 / 479 / 6.90
xor+xnor: 289 / 289 / 9.44
mux: 101 / 101 / 3.94
flops: 82 / 82 / 8.92
other cells: 2 / 21 / 0.0272
==> worst max-delay path: cells and delay by family <==
kind | cells | cell delay [ps]
compound gates | 110 | 24590
simple gates | 52 | 12320
fa+ha+maj | 19 | 5910
mux | 10 | 3320
buf+inv | 9 | 1870
xor+xnor | 2 | 640
==> registers in the layout, indices dropped and copies added (netlist names) <==
register       cells
address1          19
h_box_count        6
h_count            5
last_col           1
maxpool_done       1
patch_end          1
v                 19
v_box_count        6
v_count            5
write_address     19
==> layer usage <==
metal | wire, µm | share of wire [%] | GRT usage (%)
met2 | 30600 | 43 | 32.0
met3 | 4410 | 6.2 | 4.41
met5 | 0 | 0 | 0
met1 | 34400 | 49 | 32.7
met4 | 1370 | 1.9 | 3.37
==> final cells by class <==
class	count	area (µm²)
clock inverters	7	73.8
clock buffers	9	225
repair buffers	122	1090
well taps	873	1090
flip-flops and latches	82	2460
fillers	6712	38200
inverters	341	1280
multi-input cells	2821	23300
